`./config.mk`:
```
export PLATFORM = sky130hd
export DESIGN_NAME = fifo_ram_syn
export DESIGN_NICKNAME = fifo_ram_syn
export VERILOG_FILES = /design/flow/design.v
export SDC_FILE = /design/flow/constraint.sdc
export NUM_CORES = 4
export LEC_CHECK = 1
export CORE_UTILIZATION = 50
```
`./constraint.sdc`:
```
current_design fifo_ram_syn

set clk_period 2.6
set clk_io_pct 0.2

create_clock -name clk0 -period $clk_period [get_ports {clk}]

set non_clock_inputs [all_inputs -no_clocks]
set_input_delay [expr $clk_period * $clk_io_pct] -clock clk0 $non_clock_inputs
set_output_delay [expr $clk_period * $clk_io_pct] -clock clk0 [all_outputs]
```
`./design.v`:
```
`timescale 1ns / 1ps
module dual_port_ram_simple
    #(
    parameter DATA_WIDTH = 8, 
              ADDR_WIDTH = 3
    )
    (
    input                       clk, 
    input                       we, 
    input   [ADDR_WIDTH - 1: 0] w_addr, r_addr,
    input   [DATA_WIDTH - 1: 0] d, 
    output  [DATA_WIDTH -1 :0]  q
    );
    reg     [DATA_WIDTH - 1: 0] ram [2**ADDR_WIDTH - 1: 0]; 
    reg     [ADDR_WIDTH - 1: 0] addr_reg; 
     always @(posedge clk)
     begin 
        if(we)
            ram[w_addr] <= d; 
        addr_reg <= r_addr; 
    end
    assign q = ram[addr_reg]; 
endmodule
`timescale 1ns / 1ps
module fifo_ctrl
    #(
        parameter ADDR_WIDTH = 3
    )
    (
        input   clk, reset, 
        input   rd, wr, 
        output  empty, full,
        output  [ADDR_WIDTH - 1: 0] w_addr, 
        output  [ADDR_WIDTH - 1: 0] r_addr, r_addr_next
    );
    reg [ADDR_WIDTH - 1: 0] w_ptr_reg, w_ptr_next, w_ptr_succ; 
    reg [ADDR_WIDTH - 1: 0] r_ptr_reg, r_ptr_next, r_ptr_succ; 
    reg                     empty_reg, full_reg, full_next, empty_next;  
    always @(posedge clk, posedge reset) begin 
        if (reset) begin 
            w_ptr_reg <= 8'd0; 
            r_ptr_reg <= 8'd0;
            full_reg  <= 8'd0; 
            empty_reg <= 8'd1;  
        end else begin 
            w_ptr_reg <= w_ptr_next; 
            r_ptr_reg <= r_addr_next; 
            full_reg  <= full_next;
            empty_reg <= empty_next;  
        end
    end
    always @* begin
        w_ptr_succ = w_ptr_reg + 1; 
        r_ptr_succ = r_ptr_reg + 1; 
        w_ptr_next = w_ptr_reg; 
        r_ptr_next = r_ptr_reg; 
        full_next  = full_reg; 
        empty_next = empty_reg;
        case ({wr, rd})
            2'b01:  
                if(~empty_reg) begin  
                    r_ptr_next = r_ptr_succ;
                    full_next  = 1'b0;
                    if(r_ptr_succ == w_ptr_reg)
                        empty_next = 1'b1;
                end    
            2'b10:  
                if(~full_reg) begin  
                    w_ptr_next = w_ptr_succ; 
                    empty_next = 1'b0; 
                    if(w_ptr_succ == r_ptr_reg)
                        full_next = 1'b1; 
                end
            2'b11:  
                begin 
                    w_ptr_next = w_ptr_succ; 
                    r_ptr_next = r_ptr_succ; 
                end 
        endcase 
    end
    assign w_addr = w_ptr_reg; 
    assign r_addr = r_ptr_reg; 
    assign r_addr_next = r_ptr_next; 
    assign full = full_reg; 
    assign empty = empty_reg; 
endmodule
`timescale 1ns / 1ps
module fifo_ram_syn
    #(
        parameter DATA_WIDTH = 8, 
        parameter ADDR_WIDTH = 3
    )
    (
        input   clk, reset, 
        input   rd, wr, 
        input   [DATA_WIDTH - 1: 0] w_data, 
        output  empty, full, 
        output  [DATA_WIDTH - 1: 0] r_data
    ); 
    wire [ADDR_WIDTH - 1: 0] w_addr, r_addr_next;
    wire wr_en, full_temp;   
    assign wr_en = wr & ~full_temp; 
    assign full  = full_temp; 
    fifo_ctrl       #(.ADDR_WIDTH(ADDR_WIDTH)
                    )
    fifo_ctrl_unit  (.clk(clk),
                    .reset(reset), 
                    .rd(rd), 
                    .wr(wr), 
                    .empty(empty), 
                    .full(full_temp), 
                    .w_addr(w_addr), 
                    .r_addr(r_addr_next),
                    .r_addr_next()
                    ); 
    dual_port_ram_simple        #(.DATA_WIDTH(DATA_WIDTH),
                                .ADDR_WIDTH(ADDR_WIDTH)
                                )
    dual_port_ram_simple_unit   (.clk(clk), 
                                .we(wr_en), 
                                .w_addr(w_addr), 
                                .r_addr(r_addr_next), 
                                .d(w_data), 
                                .q(r_data)
                                ); 
endmodule
```
`./run.sh`:
```
#!/bin/bash
# OpenROAD 26Q1-2900-gdf79404cd8, Yosys 0.63+post, stock flow scripts
make -C /OpenROAD-flow-scripts/flow DESIGN_CONFIG=/design/flow/config.mk WORK_HOME=/design/flow/orfs finish
```
==> run_results.csv <==
group,metric,value,unit
outcome,status,"finished clean",
global_route,grt.total_usage,0.200,
timing,finalMaxSlewViolations,0,
cts,cts.sinks,75,
worst_setup_path,path_delay_family,"multiplexers",
detailed_routing,via_per_inst,5.59,
logic_synthesis,netlist_area,3020,µm²
global_route,grtUsageMet3,0.0847,
worst_setup_path,r2r_cells,4,
worst_setup_path,crit_arrival,2.01,ns
floorplan,fp_util,0.533,
logic_synthesis,synth_seq_share,0.722,
logic_synthesis,synthMostInstantiatedCell,"edfxtp_1",
cts,clk_pin_slew,0.07,ns
worst_setup_path,crit_fanout,6,
finish,largest_reg_flops,64,
timing,skew,0.0105,ns
finish,syn_to_final_growth,19.8,%
worst_setup_path,end_kind,"primary output",
worst_setup_path,r2r_slack,0.89,ns
timing,fmax,395,MHz
detailed_routing,antenna_left,0,
cts,clockBufferDepth,2,
placed_design,place.gp.congestion,0.934,
logic_synthesis,yosys.area_share.adder,0.00827,
logic_synthesis,synth-main-ff-cell,"edfxtp_1",
placed_design,io_buffer_count,21,
logic_synthesis,yosys_area,3020,µm²
finish,n_fill_cell,391,
logic_synthesis,synth.ff_latch_count,75,
logic_synthesis,xor_area_frac,0.0290,
logic_synthesis,synth_async_sr_flop_share,0.107,
logic_synthesis,top_cells_by_count,"edfxtp_1 (64), mux4_1 (16), mux2_2 (10)",
logic_synthesis,ys_top_logic_family,"multiplexers",
worst_hold_path,hp-class,"in2async",
power_and_ir_drop,peakVddDrop,0.000677,V
logic_synthesis,ys_sh_simple,0.0273,
worst_setup_path,critPathBufInv,2,
timing,rsz0062_at_grt,"no",
detailed_routing,antenna_cells,0,
logic_synthesis,synthMuxAreaShare,0.176,
worst_setup_path,r2r-start,"fifo_ctrl_unit.w_ptr_reg[0]",
worst_setup_path,r2r_end,"fifo_ctrl_unit.full_reg",
detailed_routing,drt_iter0_drc,78,
worst_setup_path,worstPathRequired,2.08,ns
power_and_ir_drop,p_total,4.07,mW
timing,finalHoldViolCount,0,
timing,finalSetupViolCount,0,
global_route,top_usage_layer,"met1",
logic_synthesis,ys_cells,147,
worst_setup_path,crit_slowest_cell,"mux4_2",
logic_synthesis,yosys-top-cells-area,"edfxtp_1 (64%), mux4_1 (14%), dfrtp_1 (5.8%)",
finish,logic_area,736,µm²
global_route,grt_start_max_net_pins,13,
logic_synthesis,yosysTopAreaCellShare,0.635,
placed_design,dp_hpwl,3090,µm
floorplan,rows,27,
global_route,met2_usage,0.303,
global_route,grt_pass1_wl,8030,µm
logic_synthesis,yosysUniqueCellTypes,25,
global_route,grt_overflow_total,0,
cts,clk_latency,0.33,ns
logic_synthesis,synthAoiAreaFrac,0.0161,
cts,numCtsBuffers,9,
cts,cts_tree,"built",
timing,finalSetupTns,0,ns
floorplan,dieHeight,79.8,µm
logic_synthesis,yosys_warnings,2,
finish,drive_gt1_frac,0.301,
power_and_ir_drop,p_leak,1.27,nW
global_route,grt_pass1_vias,1515,
detailed_routing,firstDrtPassIters,4,
floorplan,chip_area,6360,µm²
worst_setup_path,path_cells,"buf_12 > mux4_2 > mux2_4 > clkdlybuf4s50_1",
run,drv_cap,0,
logic_synthesis,edf_count,64,
logic_synthesis,syn_area_per_cell,20.6,µm²
timing,max_slew_margin,0.607,
global_route,grtUsageMet1,0.318,
global_route,antenna_found_initial,0,
worst_setup_path,crit_type,"reg2out",
run,warnings,26,
floorplan,ios,22,
detailed_routing,wl_per_cell,20.0,µm
cts,root_buffer,"clkbuf_8",
worst_setup_path,start_kind,"flop",
floorplan,coreArea,5680,µm²
finish,regArea,2190,µm²
detailed_routing,vias,1498,
timing,period_needed,2.53,ns
logic_synthesis,syn_inst,147,
detailed_routing,route.detailed.drc,0,
power_and_ir_drop,powerDensity,1120,nW/µm²
cts,htreeDepth,3,
detailed_routing,drt-total-wl,5360,µm
worst_setup_path,critPathMaxStageDelay,0.49,ns
worst_setup_path,cp.depth,4,
timing,min_period_over_period,0.973,
logic_synthesis,largest_area_cell,"edfxtp_1",
floorplan,die_w,79.8,µm
timing,worstMarginPinSlew,0.589,ns
==> worst reg2reg max path: cells and delay by family, from the launching register on <==
family	cells	cell delay (ns)
AND/OR/NAND/NOR	1	0.46
adder cells (fa/ha/maj)	1	0.37
AND-OR/OR-AND	1	0.17
XOR/XNOR	1	0.15
flip-flops	1	0.48
==> metal layers <==
metal  up-vias  share of wire
met5         -              0
met4         0          0.011
met3         7          0.086
met2        58           0.48
met1       760           0.42
li1        673              -
==> cell families (layout without fill, tap and decap cells) <==
group | after synthesis | after routing
multiplexers | 26 | 26
buffers and inverters | 10 | 59
flip-flops | 75 | 75
adder cells (fa/ha/maj) | 2 | 2
AND/OR/NAND/NOR | 16 | 16
AND-OR/OR-AND | 8 | 8
XOR/XNOR | 10 | 10
==> through the flow <==
step                 util  std cells  hold slack, ns  cell area (µm²)  worst slack [ns]
finish              0.638        268           0.440             3620            0.0714
global route        0.638        268           0.447             3620           0.00109
CTS                 0.634        263           0.433             3600           -0.0379
detailed placement  0.593        244           0.431             3370             0.316
global placement    0.593        244           0.433             3370             0.342
floorplan               -        147           0.335             3020             0.743
==> final cells by class <==
type / instances / area share
flip-flops and latches: 75 / 0.604
clock buffers: 10 / 0.0352
inverters: 3 / 0.00311
multi-input cells: 62 / 0.203
clock inverters: 6 / 0.0221
well taps: 72 / 0.0249
repair buffers: 40 / 0.108
==> worst max path at each step <==
stage,start,to
4_1_cts,flop,r_data[3]
5_1_grt,flop,r_data[3]
6_report,flop,r_data[3]
==> timing repair <==
| action | in CTS | in global routing |
|---|---|---|
| endpoints found under the setup margin | 7 | 7 |
| cloned | 1 | 0 |
| buffers inserted | 2 | 5 |
| endpoints found under the hold margin | 0 | 0 |
| hold buffers | 0 | 0 |
| gates resized | 11 | 15 |
==> report_power, final <==
part	internal, mW	leakage [nW]	switching (mW)
registers	1.55	0.700	0.191
clock network	0.533	0.103	0.382
logic	0.909	0.467	0.498
total	3.00	1.27	1.07
==> placed cells by master, fill, tap and decap left out, types with 2 or more instances in the layout <==
master           count
ha_1                 2
clkinv_1             3
bufinv_16            2
edfxtp_1            64
dfxtp_1              2
nor3_1               2
buf_4               17
mux4_2              15
nor2_1               6
dfrtp_1              7
xnor2_1              8
inv_1                3
clkbuf_8             9
mux2_4               4
clkdlybuf4s50_1     17
o211ai_1             2
dlymetal6s2s_1       3
nand2b_1             4
o21ai_0              5
xor2_1               2
mux2_2               6
Power figures rest on the tool's default switching activity, not on a simulated workload.
