--- flow/run.sh ---
#!/bin/bash
# OpenROAD 26Q1-2900-gdf79404cd8, Yosys 0.63+post, stock flow scripts
make -C /OpenROAD-flow-scripts/flow DESIGN_CONFIG=/design/flow/config.mk WORK_HOME=/design/flow/orfs finish
--- flow/config.mk ---
export PLATFORM = sky130hd
export DESIGN_NAME = fifo_without_mem
export DESIGN_NICKNAME = fifo_without_mem
export VERILOG_FILES = /design/flow/design.v
export SDC_FILE = /design/flow/constraint.sdc
export NUM_CORES = 4
export LEC_CHECK = 1
export CORE_UTILIZATION = 30
--- flow/constraint.sdc ---
current_design fifo_without_mem

set clk_period 3.2
set clk_io_pct 0.2

create_clock -name clk0 -period $clk_period [get_ports {r_clk}]
create_clock -name clk1 -period $clk_period [get_ports {w_clk}]

set non_clock_inputs [all_inputs -no_clocks]
set_input_delay [expr $clk_period * $clk_io_pct] -clock clk0 $non_clock_inputs
set_output_delay [expr $clk_period * $clk_io_pct] -clock clk0 [all_outputs]
--- flow/design.v ---
`timescale 1ns / 1ps
module fifo_without_mem
    #(
        parameter ADDR_WIDTH = 3
    )
    (
        input  w_clk, r_clk, 
        input  w_rstn, r_rstn, 
        input  w_en, r_en,
        output                     w_full, r_empty,
        output [ADDR_WIDTH - 1: 0] w_addr, r_addr 
    );
    wire [ADDR_WIDTH    : 0] w_point, r_point;
    wire [ADDR_WIDTH    : 0] wq2_rptr, rq2_wptr; 
    sync_r2w #(ADDR_WIDTH) 
    sync_r2w_instance      (.w_clk(w_clk), 
                            .w_rstn(w_rstn), 
                            .r_point(r_point), 
                            .w_point(wq2_rptr));
    sync_w2r #(ADDR_WIDTH) 
    sync_w2r_instance      (.r_clk(r_clk), 
                            .r_rstn(r_rstn), 
                            .r_point(rq2_wptr), 
                            .w_point(w_point));
    r_point_empty #(ADDR_WIDTH)
    r_point_empty_instance (.r_clk(r_clk), 
                            .r_rstn(r_rstn), 
                            .r_en(r_en), 
                            .rq2_wptr(rq2_wptr),
                            .r_point(r_point),
                            .r_addr(r_addr),
                            .r_empty(r_empty));
    w_point_full #(ADDR_WIDTH)
    w_point_full_instance  (.w_clk(w_clk),
                            .w_rstn(w_rstn),
                            .w_en(w_en),
                            .wq2_rptr(wq2_rptr),
                            .w_point(w_point),
                            .w_addr(w_addr),
                            .w_full(w_full));
endmodule
`timescale 1ns / 1ps
module r_point_empty
    #(
        parameter ADDR_WIDTH =3
    )
    (
        input   r_clk, r_rstn, 
        input   r_en, 
        input   [ADDR_WIDTH   :0] rq2_wptr,
        output  [ADDR_WIDTH   :0] r_point,
        output  [ADDR_WIDTH -1:0] r_addr,
        output  r_empty
    );
    reg  [ADDR_WIDTH :0] r_binary_reg, r_gray_reg; 
    wire [ADDR_WIDTH :0] r_binary_next, r_gray_next;  
    wire  r_empty_next;
    reg   r_empty_reg;  
    always @(posedge r_clk or negedge r_rstn) begin
        if(!r_rstn) begin 
            r_binary_reg <= 0; 
            r_gray_reg   <= 0;
            r_empty_reg  <= 1;
        end else begin 
            r_binary_reg <= r_binary_next; 
            r_gray_reg   <= r_gray_next;
            r_empty_reg  <= r_empty_next;  
        end            
    end 
    assign r_addr        = r_binary_reg[ADDR_WIDTH -1: 0]; 
    assign r_point       = r_gray_reg;
    assign r_empty       = r_empty_reg; 
    assign r_binary_next = r_binary_reg + (r_en & ~r_empty_reg);   
    assign r_gray_next   = (r_binary_next >> 1) ^ r_binary_next; 
    assign r_empty_next  = (r_gray_next == rq2_wptr); 
endmodule
`timescale 1ns / 1ps
module sync_r2w
    #(
        parameter ADDR_WIDTH = 3
    )
    (
        input   w_clk, w_rstn, 
        input   [ADDR_WIDTH : 0] r_point, 
        output  [ADDR_WIDTH : 0] w_point
    );
    reg  [ADDR_WIDTH -1: 0] q1_reg, q2_reg; 
    always @(posedge w_clk or negedge w_rstn) begin 
        if(!w_rstn) begin
            q1_reg <= 1'b0; 
            q2_reg <= 1'b0; 
        end else begin
            q1_reg  <= r_point;
            q2_reg  <= q1_reg;  
        end
    end
    assign w_point = q2_reg; 
endmodule
`timescale 1ns / 1ps
module sync_w2r
    #(
        parameter ADDR_WIDTH = 3
    )
    (
        input   r_clk, r_rstn,
        input   [ADDR_WIDTH : 0] w_point, 
        output  [ADDR_WIDTH : 0] r_point 
    );
    reg [ADDR_WIDTH :0] q1_reg, q2_reg; 
    always @(posedge r_clk or negedge r_rstn) begin 
        if(!r_rstn) begin 
            q1_reg <= 0; 
            q2_reg <= 0; 
        end else begin 
            q1_reg <= w_point; 
            q2_reg <= q1_reg; 
        end
    end
    assign r_point = q2_reg; 
endmodule
`timescale 1ns / 1ps
module w_point_full
    #(
        parameter ADDR_WIDTH = 3
    )
    (
        input   w_clk, w_rstn, 
        input   w_en, 
        input   [ADDR_WIDTH   :0] wq2_rptr,
        output  [ADDR_WIDTH   :0] w_point,
        output  [ADDR_WIDTH -1:0] w_addr,
        output  w_full
    );
    reg  [ADDR_WIDTH: 0] w_binary_reg, w_gray_reg; 
    wire [ADDR_WIDTH: 0] w_binary_next, w_gray_next;
    wire w_full_next; 
    reg  w_full_reg; 
    always @(posedge w_clk or negedge w_rstn) begin 
        if(!w_rstn) begin 
            w_binary_reg <= 0; 
            w_gray_reg   <= 0; 
            w_full_reg   <= 0;
        end else begin 
            w_binary_reg <= w_binary_next; 
            w_gray_reg   <= w_gray_next; 
            w_full_reg   <= w_full_next;     
        end 
    end
    assign w_addr  = w_binary_reg[ADDR_WIDTH - 1: 0]; 
    assign w_point = w_gray_reg; 
    assign w_full  = w_full_reg;
    assign w_binary_next = w_binary_reg + (w_en & ~w_full_reg);
    assign w_gray_next   = (w_binary_next >> 1) ^ w_binary_next; 
    assign w_full_next   = (w_gray_next == {~wq2_rptr[ADDR_WIDTH: ADDR_WIDTH -1], wq2_rptr[ADDR_WIDTH-2: 0]});
endmodule
==> run_results.csv <==
group,metric,value,unit
critical_path,path_class,"primary input to register",
cts,postCtsHoldBufs,0,
layout,layout-drive-gt1-share,0.115,
yosys,ff_type,"dfrtp_1",
drt,diodes,0,
grt,met2_usage,0.133,
outcome,status,"complete, no violations",
place,post-dp-hpwl,1060,µm
floorplan,core_util_floorplan,0.312,
power,p_seq_frac,0.448,
power,p_clk_frac,0.202,
yosys,syn-instance-count,81,
timing,tns,0,ns
grt,grt_use_total,0.0939,
power,irDropWorstVdd,0.547,mV
drt,ant_nets,0,
grt,met3_usage,0.0331,
critical_path,cp.required,3.33,ns
hold_path,hold_path.class,"register to register",
critical_path,critPathArrivalTime,2.51,ns
grt,antenna_found_initial,0,
cts,cts_setup_buffers,0,
critical_path,endpoint_kind,"register",
floorplan,ios,14,
drt,drt-initial-drc-count,68,
grt,grt_pass1_vias,628,
yosys,topCellsByArea,"dfrtp_1 64%, xor2_1 7.7%, ha_1 4.4%",
cts,post_cts_resized,0,
floorplan,die-width,63.7,µm
floorplan,die.size.y,63.7,µm
yosys,yosys.area_share.aoi,0.0559,
place,placed_area,1290,µm²
yosys,ys_sh_mux,0.00876,
power,switchingPower,478,µW
cts,clkSlewWorstSetupHoldPaths,0.06,ns
place,io_buffers,12,
yosys,yosysTopAreaCell,"dfrtp_1",
layout,fillers,334,
yosys,ys_ff,30,
yosys,syn_area,1140,µm²
flow_run,max_cap_violations,0,
yosys,ys_chip_area,1140,µm²
drt,wl,1580,µm
yosys,top_cell_area_share,0.635,
grt,overflow,0,
layout,finalInstanceArea,1390,µm²
timing,finClkSkew,0.00559,ns
hold_path,min_from,"w_point_full_instance.w_gray_reg[2]",
drt,drc_errors,0,
yosys,synthArstFlopShare,1.00,
floorplan,die_area,4060,µm²
critical_path,cp_max_fo,4,
critical_path,startpoint_type,"primary input",
drt,avgViaCountPerCell,4.33,
timing,setup_viol,0,
drt,via_count,623,
timing,rsz0062_at_grt,"no",
yosys,edf_count,0,
power,combPwrFrac,0.350,
drt,dr.pass1.iters,4,
critical_path,timing.rr.start,"r_point_empty_instance.r_empty_reg",
floorplan,coreArea,3660,µm²
yosys,yosysWarnings,4,
yosys,common_cells,"29 x dfrtp_1, 10 x xor2_1, 5 x xnor2_1",
cts,cts_tree,"built",
yosys,fa_ha_area_frac,0.0438,
timing,finalHoldViolCount,0,
grt,busiest_layer,"met1",
yosys,postSynthSeqShare,0.658,
flow_run,tool_warnings,26,
power,power_density,1110,nW/µm²
place,gp_congestion,0.837,
yosys,yosysUniqueCellTypes,26,
yosys,yosys-stat-cells,81,
drt,wl_per_cell,11.0,µm
grt,grt_pass1_wl,2810,µm
timing,slew_viol_final,0,
grt,grt_start_max_net_pins,17,
power,power_switching_share,0.310,
grt,met1_usage,0.144,
timing,slew_headroom,0.552,
power,internal_power,1060,µW
yosys,simple_gate_share,0.0734,
yosys,synthTopLogicFamily,"XOR/XNOR gates",
yosys,xor_share,0.129,
floorplan,placementRows,22,
critical_path,crit_path_start,"w_en",
timing,tightest_slew,0.669,ns
yosys,syn_avg_cell_area,14.1,µm²
yosys,synth.most_common_cell,"dfrtp_1",
power,leakage,0.000604,µW
layout,area_growth,21.8,%
cts,cts_sinks,30,
## cells by family (layout without fill, tap and decap cells)
family          Yosys count  in the layout
fa+ha+maj                 4              4
flops                    30             30
mux                       1              1
xor+xnor                 16             16
simple gates             16             16
buf+inv                   6             21
compound gates            8              8
## critical path: stages
cell and delay, ns:
clkdlybuf4s50_1 0.39, nor2b_1 0.13, ha_1 0.20, ha_1 0.36, xor2_1 0.20, or3_1 0.32
a211oi_1 0.27
## metal layers
metal	vias to the layer above	routed length (µm)
li1	296	-
met1	302	775
met2	21	658
met3	4	120
met4	0	24
met5	-	0
## power groups by stage
stage	registers [µW]	clock network (µW)	logic (µW)
4_1_cts	692	317	550
5_1_grt	716	337	614
6_report	691	311	539
## cells in the final DEF, fill, tap and decap left out
| cell type | synthesis | routed |
|---|---|---|
| xnor2_2 | 1 | 1 |
| a211oi_1 | 1 | 1 |
| mux2i_1 | 1 | 1 |
| nand2_1 | 2 | 2 |
| a211oi_2 | 1 | 1 |
| nand2b_1 | 1 | 1 |
| and2_1 | 1 | 1 |
| nor2_1 | 2 | 2 |
| xnor2_1 | 5 | 5 |
| clkdlybuf4s50_1 | 0 | 12 |
| nor3_1 | 2 | 2 |
| a2bb2oi_1 | 1 | 1 |
| clkbuf_8 | 0 | 7 |
| a22oi_1 | 1 | 1 |
| dfstp_2 | 1 | 1 |
| o21ai_0 | 1 | 1 |
| a21oi_1 | 1 | 1 |
| or3_1 | 2 | 2 |
| inv_1 | 2 | 2 |
| a21bo_2 | 1 | 1 |
| nor2b_1 | 3 | 3 |
| xor2_1 | 10 | 10 |
| ha_1 | 4 | 4 |
| dfrtp_1 | 29 | 29 |
| o21bai_1 | 1 | 1 |
| nand3_1 | 3 | 3 |
## stage by stage
stage / instances / total power [µW] / util / hold WS [ns] / setup WS [ns]
final: 144 / 1540 / 0.380 / 0.333 / 0.821
after global routing: 144 / 1670 / 0.380 / 0.347 / 0.736
after CTS: 144 / 1560 / 0.380 / 0.331 / 0.810
after detailed placement: 137 / 1230 / 0.354 / 0.335 / 0.627
after global placement: 137 / 1230 / 0.354 / 0.333 / 0.583
after floorplan: 81 / 1080 / - / 0.331 / 1.15
## final cells by class
type,instances,area (µm²),share of cell area
flip-flops and latches,30,752,0.540
multi-input cells,45,355,0.255
repair buffers,12,120,0.0863
clock buffers,7,96.3,0.0692
well taps,48,60.1,0.0432
inverters,2,7.51,0.00540
## path summary, 6_finish.rpt
path,to,slack (ns),cells after the start
worst min register to register,sync_w2r_instance.q1_reg[2],0.33,0
worst max-delay path,w_point_full_instance.w_full_reg,0.82,7
worst max register to register,r_point_empty_instance.r_empty_reg,1.29,7
max in group asynchronous,sync_w2r_instance.q2_reg[0],1.97,1
worst min-delay path,sync_w2r_instance.q1_reg[2],0.33,0
min in group clk1,sync_r2w_instance.q2_reg[1],0.35,0
max in group clk0,r_point_empty_instance.r_empty_reg,0.91,8
min in group asynchronous,sync_r2w_instance.q2_reg[2],0.77,1
Power and IR drop assume default switching activity.
