[/design/flow/config.mk]
export PLATFORM = sky130hd
export DESIGN_NAME = fifo_asyn
export DESIGN_NICKNAME = fifo_asyn
export VERILOG_FILES = /design/flow/design.v
export SDC_FILE = /design/flow/constraint.sdc
export NUM_CORES = 4
export LEC_CHECK = 1
export CORE_UTILIZATION = 30
[/design/flow/constraint.sdc]
current_design fifo_asyn

set clk_period 14.4
set clk_io_pct 0.2

create_clock -name clk0 -period $clk_period [get_ports {r_clk}]
create_clock -name clk1 -period $clk_period [get_ports {w_clk}]

set non_clock_inputs [all_inputs -no_clocks]
set_input_delay [expr $clk_period * $clk_io_pct] -clock clk0 $non_clock_inputs
set_output_delay [expr $clk_period * $clk_io_pct] -clock clk0 [all_outputs]
[/design/flow/design.v]
`timescale 1ns / 1ps
module dual_port_ram
#(
  parameter DATA_WIDTH = 8,  
  parameter ADDR_WIDTH = 3   
)
(
  input   we, clk,
  input   [ADDR_WIDTH-1:0] w_addr, r_addr,
  input   [DATA_WIDTH-1:0] d,
  output  [DATA_WIDTH-1:0] q
);
  reg [DATA_WIDTH-1:0] mem [0:2**ADDR_WIDTH-1];
  assign q = mem[r_addr];
  always @(posedge clk)
    if (we)
      mem[w_addr] <= d;
endmodule
`timescale 1ns / 1ps
module fifo_asyn
   #(
        parameter DATA_WIDTH = 3,
        parameter ADDR_WIDTH = 8
    )
    (
        input  w_clk,   r_clk, 
        input  w_rstn,  r_rstn, 
        input  w_en,    r_en,
        output full,    empty,
        output [DATA_WIDTH - 1: 0] r_data, 
        input  [DATA_WIDTH - 1: 0] w_data
    );
    wire [ADDR_WIDTH    : 0] w_point,   r_point;
    wire [ADDR_WIDTH    : 0] wq2_rptr,  rq2_wptr; 
    wire [ADDR_WIDTH - 1: 0] w_addr,    r_addr; 
    wire                     full_temp, we_temp;
    assign full    = full_temp; 
    assign we_temp = w_en & ~full_temp; 
    sync_r2w                 #(ADDR_WIDTH) 
    sync_r2w_instance        (.w_clk    (w_clk), 
                              .w_rstn   (w_rstn), 
                              .r_point  (r_point), 
                              .w_point  (wq2_rptr));
    sync_w2r                #(ADDR_WIDTH) 
    sync_w2r_instance        (.r_clk    (r_clk), 
                              .r_rstn   (r_rstn), 
                              .r_point  (rq2_wptr), 
                              .w_point  (w_point));
    r_point_empty           #(ADDR_WIDTH)
    r_point_empty_instance   (.r_clk    (r_clk), 
                              .r_rstn   (r_rstn), 
                              .r_en     (r_en), 
                              .rq2_wptr (rq2_wptr),
                              .r_point  (r_point),
                              .r_addr   (r_addr),
                              .r_empty  (empty));
    w_point_full            #(ADDR_WIDTH)
    w_point_full_instance    (.w_clk    (w_clk),
                              .w_rstn   (w_rstn),
                              .w_en     (w_en),
                              .wq2_rptr (wq2_rptr),
                              .w_point  (w_point),
                              .w_addr   (w_addr),
                              .w_full   (full_temp));
    dual_port_ram           #(DATA_WIDTH,
                              ADDR_WIDTH)
    dual_port_ram_instance   (.clk      (w_clk), 
                              .we       (we_temp),
                              .w_addr   (w_addr), 
                              .r_addr   (r_addr), 
                              .d        (w_data), 
                              .q        (r_data)); 
endmodule
`timescale 1ns / 1ps
module r_point_empty
    #(
        parameter ADDR_WIDTH =3
    )
    (
        input   r_clk, r_rstn, 
        input   r_en, 
        input   [ADDR_WIDTH   :0] rq2_wptr,
        output  [ADDR_WIDTH   :0] r_point,
        output  [ADDR_WIDTH -1:0] r_addr,
        output  r_empty
    );
    reg  [ADDR_WIDTH :0] r_binary_reg, r_gray_reg; 
    wire [ADDR_WIDTH :0] r_binary_next, r_gray_next;  
    wire  r_empty_next;
    reg   r_empty_reg;  
    always @(posedge r_clk or negedge r_rstn) begin
        if(!r_rstn) begin 
            r_binary_reg <= 0; 
            r_gray_reg   <= 0;
            r_empty_reg  <= 1;
        end else begin 
            r_binary_reg <= r_binary_next; 
            r_gray_reg   <= r_gray_next;
            r_empty_reg  <= r_empty_next;  
        end            
    end 
    assign r_addr        = r_binary_reg[ADDR_WIDTH -1: 0]; 
    assign r_point       = r_gray_reg;
    assign r_empty       = r_empty_reg; 
    assign r_binary_next = r_binary_reg + (r_en & ~r_empty_reg);   
    assign r_gray_next   = (r_binary_next >> 1) ^ r_binary_next; 
    assign r_empty_next  = (r_gray_next == rq2_wptr); 
endmodule
`timescale 1ns / 1ps
module sync_r2w
    #(
        parameter ADDR_WIDTH = 3
    )
    (
        input   w_clk, w_rstn, 
        input   [ADDR_WIDTH : 0] r_point, 
        output  [ADDR_WIDTH : 0] w_point
    );
    reg  [ADDR_WIDTH -1: 0] q1_reg, q2_reg; 
    always @(posedge w_clk or negedge w_rstn) begin 
        if(!w_rstn) begin
            q1_reg <= 1'b0; 
            q2_reg <= 1'b0; 
        end else begin
            q1_reg  <= r_point;
            q2_reg  <= q1_reg;  
        end
    end
    assign w_point = q2_reg; 
endmodule
`timescale 1ns / 1ps
module sync_w2r
    #(
        parameter ADDR_WIDTH = 3
    )
    (
        input   r_clk, r_rstn,
        input   [ADDR_WIDTH : 0] w_point, 
        output  [ADDR_WIDTH : 0] r_point 
    );
    reg [ADDR_WIDTH :0] q1_reg, q2_reg; 
    always @(posedge r_clk or negedge r_rstn) begin 
        if(!r_rstn) begin 
            q1_reg <= 0; 
            q2_reg <= 0; 
        end else begin 
            q1_reg <= w_point; 
            q2_reg <= q1_reg; 
        end
    end
    assign r_point = q2_reg; 
endmodule
`timescale 1ns / 1ps
module w_point_full
    #(
        parameter ADDR_WIDTH = 3
    )
    (
        input   w_clk, w_rstn, 
        input   w_en, 
        input   [ADDR_WIDTH   :0] wq2_rptr,
        output  [ADDR_WIDTH   :0] w_point,
        output  [ADDR_WIDTH -1:0] w_addr,
        output  w_full
    );
    reg  [ADDR_WIDTH: 0] w_binary_reg, w_gray_reg; 
    wire [ADDR_WIDTH: 0] w_binary_next, w_gray_next;
    wire w_full_next; 
    reg  w_full_reg; 
    always @(posedge w_clk or negedge w_rstn) begin 
        if(!w_rstn) begin 
            w_binary_reg <= 0; 
            w_gray_reg   <= 0; 
            w_full_reg   <= 0;
        end else begin 
            w_binary_reg <= w_binary_next; 
            w_gray_reg   <= w_gray_next; 
            w_full_reg   <= w_full_next;     
        end 
    end
    assign w_addr  = w_binary_reg[ADDR_WIDTH - 1: 0]; 
    assign w_point = w_gray_reg; 
    assign w_full  = w_full_reg;
    assign w_binary_next = w_binary_reg + (w_en & ~w_full_reg);
    assign w_gray_next   = (w_binary_next >> 1) ^ w_binary_next; 
    assign w_full_next   = (w_gray_next == {~wq2_rptr[ADDR_WIDTH: ADDR_WIDTH -1], wq2_rptr[ADDR_WIDTH-2: 0]});
endmodule
[/design/flow/run.sh]
#!/bin/bash
# OpenROAD 26Q1-2900-gdf79404cd8, Yosys 0.63+post, stock flow scripts
make -C /OpenROAD-flow-scripts/flow DESIGN_CONFIG=/design/flow/config.mk WORK_HOME=/design/flow/orfs finish
==> Slide: Implementation Results <==
Key Metrics from the Run

Run status
  • Status: finished, final reports clean

Final timing
  • Fin. max-slew vios: 0
  • Worst Hold Slack: approximately 0.019 ns
  • Least-Margin Pin Slew: between 1 and 1.5 ns
  • Count of final setup violators: 0
  • Final Hold Fails: 0
  • Clock skew: between 0.015 and 0.02 ns
  • Unrepaired setup endpoints after global routing: no
  • Setup TNS: 0 ns
  • Relative slew slack: just under 30%

Clock tree
  • CTS tree: yes
  • Post-CTS Resized: 0
  • Setup bufs post-CTS: 0
  • CTS Hold Bufs: 4
  • Clock transition at path regs: around 0.060 ns
  • CTS sink cnt: 838

Yosys
  • Register share after synthesis: roughly 74%
  • Unique cell type count in the Yosys netlist: 62
  • Flop and latch count out of synthesis: 838
  • EDFF count, synth: 768
  • Yosys warning tally: 5
  • Yosys stat area: approximately 34,000 µm²
  • Yosys cell count: between 1,500 and 2,000
  • Mapped cell area: approximately 34,000 µm²
  • Async S/R FF share, synth: about 8.4%
  • Gate Count Post-Synth: 1,860
  • Mean area per synthesized cell: between 15 and 20 µm²
  • Commonest flop: edfxtp_1

Worst setup path
  • Setup crit end kind: output pin
  • Critical Path Most Common Cell: buf_4
  • Critical path peak fanout: 47
  • WP buf/inv: 3
  • Worst-path cell chain: buf_4 > buf_4 > nor2_1 > a221oi_1 > o211ai_1 > nand4bb_1 > o32ai_1 > nor3_1 > clkdlybuf4s50_1
  • CP arrival: 5.03 ns
  • Setup CP Type: flip-flop to output pin
  • WP data required: approximately 12 ns
  • Slowest stage delay, CP: about 0.7 ns
  • CP top delay family: buffers and inverters
  • CP Launch Type: flip-flop
  • Slowest-stage cell, CP: dfrtp_4

Power and ir drop
  • Pwr Density: between 150 and 200 nW/µm²
  • Lkg Pwr: about 0.012 µW
  • Tot Pwr: ~7100 µW
  • VDD IR max: around 0.00012 V

Finish
  • Most frequent cells in the layout: 768 x edfxtp_1, 275 x nor2_1, 119 x mux4_2
  • Reg with most FFs: dual_port_ram_instance.mem
  • Max reg flops: about 770
  • Commonest Layout Cell: edfxtp_1
  • Layout cells sized above 1: roughly 16%
  • Filler instances: ~10,000
  • Layout overhead on the synthesized area: 13.2%

GRT
  • Vias in the first global route: ~19,000
  • Gr usage total: between 10% and 20%
  • Met1 Use GR: roughly 17%
  • GRT busiest layer: met2
  • Largest net degree at the start of global routing: between 150 and 200
  • Met3 Use GR: 10.7%
  • GR Util met2: around a quarter
  • First-pass GRT wire length: about 120 mm
  • GR Overflow Total: 0
  • Initial antenna violation count: 1

Routing
  • Routed wire length: a little over 80 mm
  • WL per Instance: 23.5 µm
  • Vias: between 15,000 and 20,000
  • ANT nets after route: 0
  • Drt first-iter violations: slightly above 900
  • DRC Markers: 0
  • Vias/cell: between 5 and 6
  • DR pass1 iterations: 5

Place
  • Hpwl dp: ~49 mm
  • IO buf count: 12
  • RePlAce Congestion: just under 0.9

Floorplanning
  • Die ar.: between 100,000 and 150,000 µm²
  • Die Ht: 337 µm
  • Die W: between 300 and 400 µm
  • Row cnt: ~120
  • Initial Util: around 30%
  • Number of I/O pins: 14
  • Core region area: ~110,000 µm²

Job
  • Max cap viols: 0
  • Log Warnings: 32

Min path
  • Hold Crit Class: flip-flop to flip-flop
==> through the flow <==
step | cell area [µm²] | util (%) | setup slack (ns) | cells
after CTS | 38000 | 34.3 | 6.53 | 3440
after floorplan | 33600 | - | 9.22 | 1860
after global placement | 35200 | 31.7 | 6.81 | 3286
after global routing | 38000 | 34.3 | 6.20 | 3440
after detailed placement | 35200 | 31.7 | 6.83 | 3286
final | 38000 | 34.3 | 6.49 | 3441
==> cells in the mapped netlist (all sizes together) (6+ instances only) <==
| library cell | count | area share (%) |
|---|---|---|
| nor3 | 8 | 0.12 |
| o22ai | 10 | 0.19 |
| edfxtp | 768 | 69 |
| and2 | 9 | 0.17 |
| xnor2 | 14 | 0.37 |
| a22oi | 49 | 1.1 |
| a31oi | 9 | 0.17 |
| nand2 | 42 | 0.47 |
| a211oi | 11 | 0.26 |
| clkbuf | 54 | 0.60 |
| mux4 | 152 | 11 |
| o21ai | 6 | 0.089 |
| mux2i | 77 | 2.3 |
| inv | 15 | 0.17 |
| xor2 | 31 | 0.81 |
| nor2b | 21 | 0.39 |
| dfrtp | 69 | 5.1 |
| nand4 | 13 | 0.26 |
| nand3 | 38 | 0.57 |
| buf | 68 | 1.8 |
| o221ai | 10 | 0.26 |
| a21oi | 40 | 0.60 |
| nor4 | 6 | 0.13 |
| and3 | 7 | 0.13 |
| nor2 | 276 | 3.1 |
==> worst register-to-register path, stage by stage (launching register included) <==
cell     delay, ns
dfrtp_4       0.87
buf_12        0.54
ha_1          0.35
ha_1          0.22
nand3_1       0.14
nor2_1        0.18
xnor2_1       0.27
xor2_1        0.34
xor2_1        0.11
nor4_1        0.34
==> report_power, final <==
part	switching, µW	internal (µW)	total, µW
Sequential	133	2760	2890
Clock	893	1310	2200
Combinational	1200	765	1970
Total	2230	4830	7060
==> area by class of cell <==
type	count	area (µm²)	area share, %
multi-input cells	885	7920	20.8
diodes	1	2.50	0.00658
well taps	1488	1860	4.90
repair buffers	64	557	1.46
clock inverters	47	551	1.45
clock buffers	103	2240	5.88
flip-flops and latches	838	24800	65.3
inverters	15	56.3	0.148
==> cells by family after synthesis <==
| family | count (synthesis) | synth area share (%) |
|---|---|---|
| AND/OR/NAND/NOR | 431 | 5.56 |
| buffers and inverters | 137 | 2.53 |
| XOR/XNOR | 47 | 1.31 |
| flip-flops | 838 | 73.9 |
| adder cells (fa/ha/maj) | 4 | 0.149 |
| AND-OR/OR-AND | 170 | 3.56 |
| multiplexers | 233 | 13.0 |
==> final timing paths <==
| kind | from | endpoint | slack (ns) | cells after the start |
|---|---|---|---|---|
| max | r_point_empty_instance.r_binary_reg[1]$_DFF_PN0_ | r_data[0] | 6.49 | 9 |
| min | r_point_empty_instance.r_gray_reg[1]$_DFF_PN0_ | sync_r2w_instance.q1_reg[1]$_DFF_PN0_ | 0.02 | 0 |
| max reg2reg | r_point_empty_instance.r_binary_reg[0]$_DFF_PN0_ | r_point_empty_instance.r_empty_reg$_DFF_PN1_ | 10.94 | 9 |
| min reg2reg | r_point_empty_instance.r_gray_reg[1]$_DFF_PN0_ | sync_r2w_instance.q1_reg[1]$_DFF_PN0_ | 0.02 | 0 |
| max in group clk1 | w_en | w_point_full_instance.w_full_reg$_DFF_PN0_ | 8.88 | 11 |
| max in group asynchronous | r_rstn | r_point_empty_instance.r_binary_reg[0]$_DFF_PN0_ | 11.40 | 2 |
| min in group clk0 | sync_w2r_instance.q1_reg[7]$_DFF_PN0_ | sync_w2r_instance.q2_reg[7]$_DFF_PN0_ | 0.35 | 0 |
| min in group asynchronous | r_rstn | sync_w2r_instance.q2_reg[3]$_DFF_PN0_ | 2.64 | 2 |
==> per-layer routing <==
layer	vias up	share of wire, %
li1	7407	-
met1	8729	34
met2	954	47
met3	147	15
met4	7	3.5
met5	-	0.17
Power is estimated from default activity; no workload was simulated.
